## flow/design.v

```verilog
 module alu_decoder(
    input               opb5,
    input       [2:0]   funct3,
    input               funct7b5,
    input       [1:0]   ALUOp,
    output reg  [3:0]   ALUControl
 );
    parameter ADD           =   4'b0000;
    parameter SUB           =   4'b0001;
    parameter AND           =   4'b0010;
    parameter OR            =   4'b0011;
    parameter SLL_SLLI      =   4'b0100;
    parameter SLT_SLTI      =   4'b0101;
    parameter SLTU_SLTUI    =   4'b0110;
    parameter XOR_XORI      =   4'b0111;
    parameter SRL_SRLI      =   4'b1000;
    parameter SRA_SRAI      =   4'b1001;
    parameter UNDEFINED     =   4'bxxxx;
    always @(*)
        begin
            case (ALUOp)
                2'b00:      ALUControl  =   ADD;
                2'b01:      ALUControl  =   SUB;
                default:    begin
                                case(funct3)
                                    3'b000: begin
                                                if(funct7b5 & op5)
                                                    ALUControl  =   SUB;
                                                else
                                                    ALUControl  =   ADD;
                                            end
                                    3'b001: ALUControl  =   SLL_SLLI;
                                    3'b010: ALUControl  =   SLT_SLTI;
                                    3'b011: ALUControl  =   SLTU_SLTUI;
                                    3'b100: ALUControl  =   XOR_XORI;
                                    3'b101: begin
                                                if(funct7b5)
                                                    ALUControl  =   SRA_SRAI;
                                                else
                                                    ALUControl  =   SRL_SRLI;
                                            end
                                    3'b110:     ALUControl  =   OR;
                                    3'b111:     ALUControl  =   AND;
                                    default:    ALUControl  =   UNDEFINED;
                                endcase
                            end
            endcase
        end
 endmodule
 module controller (
    input   [6:0]   op,
    input   [2:0]   funct3,
    input           funct7b5,
    input           Zero, ALUR31,
    output  [1:0]   ResultSrc,
    output          MemWrite,
    output          PCSrc, ALUSrc,
    output          RegWrite, Jump, Jalr,
    output  [1:0]   ImmSrc,
    output  [3:0]   ALUControl
 );
    wire   [1:0]   ALUOp;
    wire           Branch;
    main_decoder    MAIN_DECODER    (.op(op), .funct3(funct3), .Zero(Zero), .ALUR31(ALUR31), .ResultSrc(ResultSrc), 
                                    .MemWrite(MemWrite), .Branch(Branch), .ALUSrc(ALUSrc), .RegWrite(RegWrite), 
                                    .Jump(Jump), .Jalr(Jalr), .ImmSrc(ImmSrc), .ALUOp(ALUOp));
    alu_decoder     ALU_DECODER     (.opb5(opb[5]), .funct3(funct3), .funct7b5(funct7b5), .ALUOp(ALUOp), .ALUControl(ALUControl));
    assign PCSrc    =   Branch  | Jump;
 endmodule
 module main_decoder (
    input   [6:0]   op,
    input   [2:0]   funct3,
    input           Zero, ALUR31,
    output  [1:0]   ResultSrc,
    output          MemWrite, Branch, ALUSrc,
    output          RegWrite, Jump, Jalr,
    output  [1:0]   ImmSrc,
    output  [1:0]   ALUOp 
 );
    reg [10:0]  controls;
    reg         TakeBranch;
    parameter LW        =   7'b0000011;
    parameter SW        =   7'b0100011;
    parameter R_TYPE    =   7'b0110011;
    parameter B_TYPE    =   7'b1100011;
    parameter I_TYPE    =   7'b0010011;
    parameter JAL       =   7'b1101111;
    parameter JALR      =   7'b1100111;
    parameter LUI_AUIPC =   7'b0?10011;
    parameter BEQ   =   3'b000;
    parameter BNE   =   3'b001;
    parameter BLT   =   3'b100;
    parameter BGE   =   3'b101;
    parameter BLTU  =   3'b110;
    parameter BGEU  =   3'b111;
    always @(*)
        begin
            TakeBranch = 0;
            casez(op)
                LW:         controls    =   11'b1_00_1_0_01_00_0_0;
                SW:         controls    =   11'b0_01_1_1_00_00_0_0;
                R_TYPE:     controls    =   11'b1_xx_0_0_00_10_0_0;
                B_TYPE: begin
                            controls    =   11'b0_10_0_0_00_01_0_0;
                            case(funct3)
                                BEQ:    TakeBranch  =   Zero;
                                BNE:    TakeBranch  =   !Zero;
                                BLT:    TakeBranch  =   ALUR31;      
                                BGE:    TakeBranch  =   !ALUR31;     
                                BLTU:   TakeBranch  =   ALUR31;      
                                BGEU:   TakeBranch  =   !ALUR31;     
                            endcase
                        end
                I_TYPE:     controls    =   11'b1_00_1_0_00_10_0_0;
                JAL:        controls    =   11'b1_11_0_0_10_00_1_0;
                JALR:       controls    =   11'b1_00_1_0_10_00_0_1;
                LUI_AUIPC:  controls    =   11'b1_xx_x_0_11_xx_0_0;
                default:    controls    =   11'bx_xx_x_x_xx_xx_x_x;
            endcase
        end
    assign Branch   =   TakeBranch;
    assign {RegWrite, ImmSrc, ALUSrc, MemWrite, ResultSrc, ALUOp, Jump, Jalr}   =   controls;
 endmodule
```

## flow/run.sh

```bash
#!/bin/bash
# OpenROAD 26Q1-2900-gdf79404cd8, Yosys 0.63+post, stock flow scripts
make -C /OpenROAD-flow-scripts/flow DESIGN_CONFIG=/design/flow/config.mk WORK_HOME=/design/flow/orfs finish
```

## flow/config.mk

```make
export PLATFORM = sky130hd
export DESIGN_NAME = controller
export DESIGN_NICKNAME = controller
export VERILOG_FILES = /design/flow/design.v
export SDC_FILE = /design/flow/constraint.sdc
export NUM_CORES = 4
export LEC_CHECK = 1
export CORE_AREA = 10 10 70 70
export DIE_AREA = 0 0 80 80
```

## flow/constraint.sdc

```tcl
current_design controller

set clk_period 3.1
set clk_io_pct 0.2

create_clock -name clk0 -period $clk_period

set non_clock_inputs [all_inputs -no_clocks]
set_input_delay [expr $clk_period * $clk_io_pct] -clock clk0 $non_clock_inputs
set_output_delay [expr $clk_period * $clk_io_pct] -clock clk0 [all_outputs]
```

==> GITHUB_STEP_SUMMARY <==
## PnR job results

| Metric | Value |
|---|---|
| Horiz. Die Dim | `around 80 µm` |
| Simple Share, Synth | `0.537` |
| XORs/XNORs by Area | `0.0683` |
| Leading cell type in the layout, fill and taps excluded | `clkdlybuf4s50_1` |
| Hold Crit Depth | `3` |
| Final Core Density | `0.170` |
| RSZ-0062 raised after global routing | `false` |
| Most frequent cells in the layout | `clkdlybuf4s50_1 (27), nor2_1 (8), inv_1 (3), nand2_1 (3), o22ai_1 (3)` |
| Ant. Diodes | `0` |
| Adder share | `0` |
| Worst hold path class | `input port to output port` |
| Vias per cell | `between 3 and 4` |
| Yosys top cell area share | `0.117` |
| Seq cells | `0` |
| ANT nets after route | `0` |
| Die ar. | `~0.0064 mm²` |
| DR pass1 iterations | `3` |
| Max cap viols | `0` |
| CP Launch Type | `input port` |
| Max_slew headroom | `0.795` |
| Core area | `around 0.0034 mm²` |
| Distinct lib cells | `26` |
| Initial antenna violation count | `0` |
| Gate power share | `1.000` |
| Synthesized area per cell | `~6.1 µm²` |
| P_sw | `0.0182 mW` |
| Largest net degree at the start of global routing | `9` |
| Area contributors post-synth | `nor2_1 (12%), o22ai_1 (7.3%), a2111oi_2 (5.9%), nand2b_4 (5.4%), inv_1 (4.4%)` |
| Mux share | `0.0390` |
| OpenROAD warning count | `32` |
| Power per cell area | `77.7 mW/mm²` |
| Cell Int Power | `approximately 0.027 mW` |
| Total power | `around 0.045 mW` |
| Hold Fails Final Rpt | `0` |
| Crit path kind | `input port to output port` |
| Worst setup startpoint | `op[3]` |
| # clk buffers | `0` |
| Clock power share | `0` |
| Fin area | `around 580 µm²` |
| Yosys warns | `7` |
| DRC | `0` |
| Register area | `0 µm²` |
| Outcome | `completed` |
| WL/cell | `between 10 and 15 µm` |
| Worst VDD drop | `around 0.014 mV` |
| Starting Density | `0.0751` |
| Fmax | `roughly 340 MHz` |
| Die Ht | `80 µm` |
| AO/OA Area Share | `0.273` |
| Final WL | `1.19 mm` |
| Top Ports | `27` |
| Vias in the first global route | `404` |
| Post-Syn Instances | `42` |
| Sequential cell fraction of total power | `0` |
| Period minus WS final | `a little under 3 ns` |
| Synth logic family | `simple AND/OR/NAND/NOR gates` |
| # Cells Yosys | `approximately 42` |
| Global-route wire length before repair | `roughly 1.9 mm` |
| Synth area leader | `nor2_1` |
| CP required | `2.48 ns` |
| Tcrit/Tclk final | `0.943` |
| Post CTS Setup Buffer Count | `0` |
| Lkg Pwr | `between 0.2 and 0.25 nW` |
| Yosys stat area | `around 260 µm²` |
| Via count | `approximately 400` |
| FP Rows | `21` |
| Share of cells above drive strength 1 | `0.0588` |
| Synthesized cell area | `approximately 260 µm²` |
| Starting DRT DRC Count | `~44` |
| Total track usage | `0.0351` |
| RD Place Congestion | `between 0.7 and 0.8` |
| Least-Margin Pin Slew | `just over 0.3 ns` |
| Remaining Overflow, GRT | `0` |
| Worst setup EP type | `output port` |
| Critical Path Fanout Max | `4` |
| Final Setup Violations | `0` |
| Resized Gates After CTS | `0` |
| Hold_buf cts | `0` |
| Synth Seq Share | `0` |
| Switching share of total power | `0.402` |
| Crit path DAT | `about 2.3 ns` |
| PortBufs | `27` |
| Post-DP Area | `582 µm²` |
| Slew Viols, Final | `0` |
| Setup_tns | `0 ns` |
| Synth-to-layout area growth | `127%` |
| CP Capture Point | `ALUControl[3]` |
## how the worst min path moves through the flow
stage	startpoint	endpoint
finish	op[3]	Jalr
global route	op[3]	Jalr
CTS	op[3]	Jalr
## area by class of cell
type	instances	area [µm²]
multi-input combinational	37	235
tap	46	57.6
inverter	3	11.3
timing repair buffer	28	278
fill	392	2830
## metrics by stage
stage                     hold WS [ns]  setup WS, ns  instances
after floorplan                   1.25          1.21         42
after global placement            2.22         0.178        114
after detailed placement          2.23         0.168        114
after CTS                         2.23         0.158        114
after global routing              2.28        0.0505        114
final                             2.22         0.176        114
## cells by family (layout without fill, tap and decap cells)
kind of cell,Yosys count,after routing
compound gates,9,9
mux,1,1
xor+xnor,2,2
simple gates,25,25
buf+inv,5,31
## Yosys cell counts (2+ instances only)
cell type / number
o22ai_1: 3
nand3_1: 2
nand2_1: 3
nor3_1: 2
inv_1: 3
nor2_1: 8
buf_2: 2
## critical path, cell delays in order
cell             delay, ns
clkdlybuf4s50_1       0.46
nor2_1                0.27
nand4b_1              0.24
nor3_1                0.22
clkdlybuf4s50_1       0.49
## per-layer routing
metal,up-vias,wire (µm),track usage,part of all wire
li1,204,-,-,-
met1,171,473,0.0402,0.40
met2,12,646,0.0682,0.54
met3,2,51,0.00227,0.043
met4,0,23,0.00704,0.019
met5,-,0,0,0
## power by group through the flow
stage,Clock [mW],Sequential [mW],Combinational (mW)
after global routing,0,0,0.0497
after CTS,0,0,0.0457
final,0,0,0.0452
Power figures rest on the tool's default switching activity, not on a simulated workload.
