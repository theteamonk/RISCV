==> design/flow/design.v <==
module data_mem #(parameter DATA_WIDTH = 32, ADDR_WIDTH = 32, MEM_SIZE = 64)(
					input 						clk, wr_en,
					input	[ADDR_WIDTH-1 : 0] 	wr_addr,
					input	[DATA_WIDTH-1 : 0] 	wr_data,
					output	[DATA_WIDTH-1 : 0] 	rd_data_mem);
	reg [DATA_WIDTH-1 : 0] data_ram [0 : MEM_SIZE-1];
	wire [ADDR_WIDTH-1 : 0] word_addr = wr_addr[DATA_WIDTH-1 : 2] % MEM_SIZE;
	assign rd_data_mem = data_ram [word_addr];
	always @(posedge clk) 
		begin
			if(wr_en)
				data_ram [word_addr] <= wr_data;
		end
endmodule
==> design/flow/run.sh <==
#!/bin/bash
# OpenROAD 26Q1-2900-gdf79404cd8, Yosys 0.63+post, stock flow scripts
make -C /OpenROAD-flow-scripts/flow DESIGN_CONFIG=/design/flow/config.mk WORK_HOME=/design/flow/orfs finish
==> design/flow/config.mk <==
export PLATFORM = sky130hd
export DESIGN_NAME = data_mem
export DESIGN_NICKNAME = data_mem
export VERILOG_FILES = /design/flow/design.v
export SDC_FILE = /design/flow/constraint.sdc
export NUM_CORES = 4
export LEC_CHECK = 1
export CORE_UTILIZATION = 40
==> design/flow/constraint.sdc <==
current_design data_mem

set clk_period 40.2
set clk_io_pct 0.2

create_clock -name clk0 -period $clk_period [get_ports {clk}]

set non_clock_inputs [all_inputs -no_clocks]
set_input_delay [expr $clk_period * $clk_io_pct] -clock clk0 $non_clock_inputs
set_output_delay [expr $clk_period * $clk_io_pct] -clock clk0 [all_outputs]
==> impl_metrics.env <==
# implementation run metrics
export IMPL_fmax_mhz=45.9
export IMPL_drtPass1Iterations=6
export IMPL_worst_ir_drop_vdd_mv=0.0475
export IMPL_die_width_um=444
export IMPL_overflow=0
export IMPL_layout_min_cycle_time_ps=21770
export IMPL_ff_type="sky130_fd_sc_hd__edfxtp_1"
export IMPL_critical_path_peak_fanout=63
export IMPL_dr_total_vias=41500
export IMPL_worstHoldEndpoint="data_ram[7][28]"
export IMPL_layout_area_overhead_vs_synth_pct=13.9
export IMPL_cts_post_setup_buffers_inserted=0
export IMPL_die_area_um2=197000
export IMPL_synth_warning_count=1
export IMPL_boundaryPins=98
export IMPL_final_count_of_negative_setup_slack_endpoints=0
export IMPL_root_buf_cell="sky130_fd_sc_hd__clkbuf_16"
export IMPL_fp_utilization_pct=40.2
export IMPL_synth_async_reset_ratio_pct=0
export IMPL_max_slew_margin_pct=20.9
export IMPL_drive_gt1_share_pct=18.2
export IMPL_dieHeight_um=444
export IMPL_endpoint_kind="output pin"
export IMPL_grt_pass1_wl_um=299000
export IMPL_initial_antenna_violation_count=8
export IMPL_cts_num_sinks=2048
export IMPL_leakage_dissipation_uw=0.0283
export IMPL_drt_total_wl_um=207000
export IMPL_utilization_pct=45.8
export IMPL_min_path_cells=2
export IMPL_drt_first_iter_violations=2605
export IMPL_placement_rows=162
export IMPL_synthMuxAreaShare_pct=8.19
export IMPL_worstHoldStart="wr_data[28]"
export IMPL_cts_repair_resize_count=0
export IMPL_hold_path_class="in -> reg"
export IMPL_setup_slack_ps=18430
export IMPL_cts_buffers=200
export IMPL_worstPathArrival_ps=13730
export IMPL_layout_worst_path_cycle_share_pct=54.2
export IMPL_crit_type="in -> out"
export IMPL_design_core_area_um2=195000
export IMPL_grt_max_degree=87
export IMPL_netlist_cell_type_count=55
export IMPL_post_synth_ao_oa_area_fraction_pct=8.73
export IMPL_worst_slew_pin_transition_ps=1160
export IMPL_final_antenna_net_count=0
export IMPL_post_synth_and_or_nand_nor_area_fraction_pct=2.83
export IMPL_edf_count=2048
export IMPL_post_drt_via_cell_ratio=5.86
export IMPL_hpwl_um=113000
export IMPL_yosys_cells=4207
export IMPL_pre_cts_slack_ps=18450
export IMPL_post_synth_instance_area_um2=78300
export IMPL_grt_busiest_layer="met2"
export IMPL_gp_routability_congestion=0.882
export IMPL_drcViolationCount=0
export IMPL_postSynthSeqShare_pct=78.6
export IMPL_grt_pass1_vias=43600
export IMPL_final_hold_worst_slack_ps=7820
export IMPL_synth_xor_area_share_pct=0
export IMPL_synth_avg_cell_area_um2=18.6
export IMPL_warnings=52
export IMPL_post_synth_inst_count=4207
export IMPL_cellPowerDensity_nw_per_um2=49.5
export IMPL_post_synthesis_chip_area_from_yosys_um2=78300
export IMPL_cts_htree_levels=4
export IMPL_grt_met3_use_pct=16.4
export IMPL_met2_demand_to_capacity_share_in_global_routing_pct=33.0
export IMPL_setup_tns_final_ps=0
export IMPL_logic_family="AND-OR/OR-AND gates"
export IMPL_routedWlPerCell_um=29.2
export IMPL_grt_util_met1_pct=28.4
export IMPL_regMostFlops="data_ram"
export IMPL_cts_hold_buffers_added=0
export IMPL_tritoncts="built"
export IMPL_grtUsageTotal_pct=22.9
export IMPL_drv_slew=0
export IMPL_run_status="finished clean"
export IMPL_largestRegisters="data_ram x2048"
export IMPL_finalHoldViolCount=0
export IMPL_worst_setup_path_start_kind="input port"
export IMPL_clock_path_buffers=3
export IMPL_largest_reg_flops=2048
export IMPL_adder_share_pct=0
export IMPL_rsz0062_at_grt="no"
export IMPL_required_ps=32160
export IMPL_port_buffer_count=71
export IMPL_synth_ff_latch_count=2048
export IMPL_path_clk_slew_ps=60
export IMPL_drv_max_cap_violation_count=0
export IMPL_worst_setup_path_startpoint="wr_addr[3]"
[how the worst max path moves through the flow]
stage | depth (start not counted) | end
4_1_cts | 14 | rd_data_mem[26]
6_report | 14 | rd_data_mem[26]
5_1_grt | 14 | rd_data_mem[26]
[routing by layer]
layer / wire length (um) / share of wire, % / vias up
li1: - / - / 17900
met5: 103 / 0.050 / -
met2: 95200 / 46 / 2525
met1: 70300 / 34 / 20700
met4: 8070 / 3.9 / 8
met3: 32900 / 16 / 377
[per-stage QoR]
stage                     instance area, um^2  std cells  total power (uW)
after global routing                    89200       7076              4540
final                                   89200       7077              4410
after CTS                               89100       7075              4440
after detailed placement                82800       6715              2650
after floorplan                         78300       4207              2530
after global placement                  82800       6715              2640
[cell type report]
| type | instances | area [um^2] |
|---|---|---|
| Antenna cell | 2 | 5.00 |
| Clock buffer | 252 | 5220 |
| Clock inverter | 108 | 1090 |
| Fill cell | 16100 | 105000 |
| Inverter | 2 | 15.0 |
| Multi-Input combinational cell | 1859 | 16100 |
| Sequential cell | 2048 | 61500 |
| Tap cell | 2542 | 3180 |
| Timing Repair Buffer | 264 | 2060 |
[critical path, stage by stage]
cell and delay (ps):
sky130_fd_sc_hd__buf_8 350, sky130_fd_sc_hd__buf_4 650, sky130_fd_sc_hd__buf_12 440, sky130_fd_sc_hd__buf_4 590, sky130_fd_sc_hd__buf_4 720, sky130_fd_sc_hd__nor2b_4 260, sky130_fd_sc_hd__buf_4 490, sky130_fd_sc_hd__a22o_1 220
sky130_fd_sc_hd__a221oi_1 50, sky130_fd_sc_hd__a211oi_1 510, sky130_fd_sc_hd__a2111oi_2 110, sky130_fd_sc_hd__buf_4 200, sky130_fd_sc_hd__nand3_1 260, sky130_fd_sc_hd__clkdlybuf4s50_1 530
[synthesized netlist by cell type (all sizes together), types with 70 or more instances]
master	number	area (um^2)
a21oi	121	606
a221oi	175	1530
a22oi	188	1410
and3	85	532
buf	129	682
clkbuf	169	638
edfxtp	2048	61500
mux2	147	1660
mux2i	259	2590
mux4	96	2160
nor2	145	544
o21ai	85	425
o22a	70	613
o22ai	93	582
[where the power goes]
part           total (uW)  switching (uW)  internal, uW
Sequential           2370            2.85          2360
Combinational         233             158          75.5
Clock                1810             791          1020
Total                4410             951          3460
[cell usage in the layout (no fill, tap or decap), types with 36 or more instances in the layout]
master,n
sky130_fd_sc_hd__edfxtp_1,2048
sky130_fd_sc_hd__mux2i_1,259
sky130_fd_sc_hd__clkbuf_16,201
sky130_fd_sc_hd__buf_4,189
sky130_fd_sc_hd__a22oi_1,188
sky130_fd_sc_hd__a221oi_1,175
sky130_fd_sc_hd__mux2_2,147
sky130_fd_sc_hd__a21oi_1,121
sky130_fd_sc_hd__mux4_2,96
sky130_fd_sc_hd__o22ai_1,93
sky130_fd_sc_hd__and3_1,85
sky130_fd_sc_hd__o21ai_0,84
sky130_fd_sc_hd__nor2_1,77
sky130_fd_sc_hd__o22a_1,70
sky130_fd_sc_hd__nor2_4,67
sky130_fd_sc_hd__a22o_1,66
sky130_fd_sc_hd__nand3_1,53
sky130_fd_sc_hd__clkbuf_1,51
sky130_fd_sc_hd__clkinv_1,49
sky130_fd_sc_hd__a31oi_1,43
sky130_fd_sc_hd__clkdlybuf4s50_1,36
[cells by family after synthesis]
group,Yosys count
flops,2048
compound gates,933
mux,502
simple gates,424
buf+inv,300
Power and IR drop assume default switching activity.
