<file path="run.sh">
#!/bin/bash
# OpenROAD 26Q1-2900-gdf79404cd8, Yosys 0.63+post, stock flow scripts
make -C /OpenROAD-flow-scripts/flow DESIGN_CONFIG=/design/flow/config.mk WORK_HOME=/design/flow/orfs finish
</file>
<file path="config.mk">
export PLATFORM = sky130hd
export DESIGN_NAME = register_file
export DESIGN_NICKNAME = register_file
export VERILOG_FILES = /design/flow/design.v
export SDC_FILE = /design/flow/constraint.sdc
export NUM_CORES = 4
export LEC_CHECK = 1
export CORE_UTILIZATION = 40
</file>
<file path="constraint.sdc">
current_design register_file

set clk_period 5.7
set clk_io_pct 0.2

create_clock -name clk0 -period $clk_period [get_ports {clk}]

set non_clock_inputs [all_inputs -no_clocks]
set_input_delay [expr $clk_period * $clk_io_pct] -clock clk0 $non_clock_inputs
set_output_delay [expr $clk_period * $clk_io_pct] -clock clk0 [all_outputs]
</file>
<file path="design.v">
module register_file #(parameter DATA_WIDTH = 32, REG_ADDR = 5, REG_CNT = 32) (
					input						clk,
					input						wr_en,
					input	[REG_ADDR-1 : 0] 	rd_addr1, rd_addr2, wr_addr,
					input	[DATA_WIDTH-1 : 0] 	wr_data,
					output	[DATA_WIDTH-1 : 0] 	rd_data1, rd_data2);
	reg [DATA_WIDTH-1 : 0] reg_file [0 : REG_CNT];
	integer i;
	initial
		begin
			for(i = 0; i < REG_CNT; i = i+1)
				reg_file[i] = 0;
		end
	always @(posedge clk)
		begin
			if(wr_en)
				reg_file[wr_addr] <= wr_data;
		end
	assign rd_data1 = (rd_addr1 != 0) ? reg_file[rd_addr1] : 0;
	assign rd_data2 = (rd_addr2 != 0) ? reg_file[rd_addr2] : 0;
endmodule
</file>
==> results.sh <==
# yosys + openroad results
export IMPL_status="finished clean"
export IMPL_yosysTopAreaCell="edfxtp_1"
export IMPL_ys_seq_share=0.645
export IMPL_antenna_cells=0
export IMPL_tightest_slew_ps=1080
export IMPL_area_leaders="edfxtp_1 (64%), mux4_2 (17%), mux2i_1 (6.7%), mux2_2 (1.5%), o221ai_1 (1.2%)"
export IMPL_arrival_ps=4250
export IMPL_largest_reg_flops=1024
export IMPL_clock_sinks=1024
export IMPL_netlist_area_um2=47700
export IMPL_crit_type="in2out"
export IMPL_largestRegisters="reg_file: 1024 flops"
export IMPL_wirelength_mm=153
export IMPL_drv_cap=0
export IMPL_holdWs_ps=1290
export IMPL_synth_warnings=1
export IMPL_synth_comb_largest_family="multiplexers"
export IMPL_hold_start="wr_data[31]"
export IMPL_vias=28100
export IMPL_ctsResizeCount=0
export IMPL_async_reset_ff_frac=0
export IMPL_core_area_um2=118000
export IMPL_postRouteAntennaNets=0
export IMPL_tns_ps=0
export IMPL_cts_tree="yes"
export IMPL_grt_pass1_wl_mm=218
export IMPL_grt_start_max_net_pins=77
export IMPL_path_max_fanout=32
export IMPL_most_common_layout_cells="edfxtp_1 (1,024), mux4_2 (352), mux2i_1 (320)"
export IMPL_drive_gt1_frac=0.286
export IMPL_grt_ovfl_total=0
export IMPL_fin_util=0.464
export IMPL_cts_buffers=105
export IMPL_fp_dieW_um=347
export IMPL_hp_class="in2reg"
export IMPL_crit_top_cell="buf_4"
export IMPL_mux_share=0.249
export IMPL_worstPathRequired_ps=4560
export IMPL_dp_hpwl_mm=91.4
export IMPL_gp_congestion=0.898
export IMPL_warnings=26
export IMPL_crit_path_start_kind="input pin"
export IMPL_rows=126
export IMPL_num_io_pins=113
export IMPL_clk_pin_slew_ps=60
export IMPL_slew_viol_final=0
export IMPL_viasPerCell=6.43
export IMPL_synth_top_area_share=0.645
export IMPL_wl_per_cell_um=35.0
export IMPL_synthAoiAreaFrac=0.0587
export IMPL_critical_path_cell_chain="buf_6 > buf_4 > buf_4 > mux4_2 > a21oi_1 > a211oi_1 > clkdlybuf4s50_1"
export IMPL_numSynthFlops=1024
export IMPL_slowest_stage="a211oi_1"
export IMPL_final_cells=4369
export IMPL_final_layout_top_logic_cell="edfxtp_1"
export IMPL_min_path_cells=2
export IMPL_grt_pass1_vias=31600
export IMPL_area_delta_synth_final_pct=14.8
export IMPL_holdBufCountCts=0
export IMPL_yosys_cells=2573
export IMPL_antenna_found_initial=4
export IMPL_max_freq_ghz=0.186
export IMPL_cts_buffer_depth=3
export IMPL_post_route_period_util=0.945
export IMPL_regMostFlops="reg_file"
export IMPL_critPathMaxStageDelay_ps=760
export IMPL_htreeDepth=3
export IMPL_synthDistinctLibCells=38
export IMPL_drcViolationCount=0
export IMPL_rsz0062_at_grt="false"
export IMPL_drt_iter0_markers=1802
export IMPL_portBuffers=112
export IMPL_multiInputGateArea_um2=16100
export IMPL_grt_usage=0.279
export IMPL_netlist_instances=2573
export IMPL_synth_simple_area_share=0.0232
export IMPL_p_leak_uw=0.0176
export IMPL_dp_cells=4175
export IMPL_maxSlewHeadroom=0.277
export IMPL_finalSetupViolCount=0
export IMPL_fp_utilization=0.404
export IMPL_hold_viol=0
export IMPL_endpoint_kind="primary output"
export IMPL_postCtsSetupBuffers=0
export IMPL_adder_share=0
export IMPL_peakVddDrop_mv=0.227
export IMPL_ys_sh_xor=0
export IMPL_fillers=9523
export IMPL_period_needed_ps=5390
export IMPL_synth_edff_count=1024
export IMPL_whs_endpoint="reg_file[13][31]"
export IMPL_syn_area_per_cell_um2=18.5
export IMPL_p_per_area_nw_per_um2=305
export IMPL_startpoint="rd_addr2[1]"
export IMPL_drt_first_pass_iters=7
export IMPL_die_area_um2=121000
export IMPL_die_y_um=347
export IMPL_yosys_area_um2=47700
export IMPL_seq_area_um2=30700
export IMPL_root_buffer="clkbuf_16"
export IMPL_synth_main_ff_cell="edfxtp_1"
[metal layers]
metal | track usage | wire, um | up-vias
li1 | - | - | 11400
met1 | 0.306 | 46500 | 14000
met2 | 0.397 | 69600 | 2358
met3 | 0.250 | 30700 | 366
met4 | 0.0776 | 5550 | 24
met5 | 0.0320 | 471 | -
[worst max-delay path: cells and delay by family]
family,cells,cell delay (ps)
mux,1,280
compound gates,2,840
buf+inv,4,1950
[synthesized netlist by cell type, drive strengths merged, types with 46 or more instances]
cell / n
clkbuf: 91
a211oi: 64
nand2: 102
mux2i: 320
mux2: 64
a22oi: 64
o21ai: 46
a221oi: 46
edfxtp: 1024
mux4: 352
buf: 124
o221ai: 64
[where the power goes]
| part | switching, uW | total [uW] | internal [uW] |
|---|---|---|---|
| Combinational | 873 | 1520 | 651 |
| Clock | 2860 | 6750 | 3890 |
| Sequential | 37.8 | 8420 | 8380 |
| Total | 3770 | 16700 | 12900 |
[cell families (layout without fill, tap and decap cells)]
kind of cell | Yosys count | count (layout)
and+or+nand+nor | 230 | 230
DFF | 1024 | 1024
buffers and inverters | 217 | 477
AOI/OAI and AO/OA | 366 | 366
muxes | 736 | 736
[worst max path at each step]
stage,end,cells past startpoint
4_1_cts,rd_data1[0],7
6_report,rd_data2[28],7
5_1_grt,rd_data2[28],7
[per-stage QoR]
stage	total power [uW]	area, um2	worst slack, ps
finish	16700	54800	314
global route	17100	54800	256
CTS	16800	54800	367
detailed placement	10100	51400	359
global placement	10100	51400	364
floorplan	9400	47700	2000
[final cells by class]
type / instances / area share
multi-input combinational: 1332 / 0.293
clock buffer: 122 / 0.0503
tap: 1536 / 0.0351
clock inverter: 72 / 0.0112
timing repair buffer: 281 / 0.0481
inverter: 2 / 0.000160
sequential: 1024 / 0.562
No activity file was given, so power comes from the tool's default toggle rates.
